## ./run.sh

```bash
#!/bin/bash
# OpenROAD 26Q1-2900-gdf79404cd8, Yosys 0.63+post, stock flow scripts
make -C /OpenROAD-flow-scripts/flow DESIGN_CONFIG=/design/flow/config.mk WORK_HOME=/design/flow/orfs finish
```

## ./config.mk

```make
export PLATFORM = sky130hd
export DESIGN_NAME = bir1
export DESIGN_NICKNAME = bir1
export VERILOG_FILES = /design/flow/design.v
export SDC_FILE = /design/flow/constraint.sdc
export NUM_CORES = 4
export LEC_CHECK = 1
export CORE_UTILIZATION = 50
```

## ./constraint.sdc

```tcl
current_design bir1

set clk_period 6.8
set clk_io_pct 0.2

create_clock -name clk0 -period $clk_period [get_ports {clk}]

set non_clock_inputs [all_inputs -no_clocks]
set_input_delay [expr $clk_period * $clk_io_pct] -clock clk0 $non_clock_inputs
set_output_delay [expr $clk_period * $clk_io_pct] -clock clk0 [all_outputs]
```

## ./design.v

```verilog
module states1(in,clk,reset,lock,state);
input clk,reset;
input [3:0]in;
output reg lock;
output [2:0]state;
reg [2:0]state;
parameter s0=0,s1=1,s2=2,s3=3,s4=4;
always @ (posedge clk)
begin
	if(!reset)
	begin
	   state<=s0;lock<=0;
	end
	else
	begin
		case(state)
         s0:if(in==4'b0000)
			   begin state<=s1;lock<=0; end
			   else if(in==4'b1111)
				begin state<=s0;lock<=0; end
				else
				begin state<=s0;lock<=0; end
			s1:if(in==4'b1000)
			   begin state<=s2;lock<=0; end
				else if(in==4'b0000)
			   begin state<=s1;lock<=0; end
			   else if(in==4'b1111)
				begin state<=s1;lock<=0; end
				else
				begin state<=s0;lock<=0; end
			s2:if(in==4'b0010)
			   begin state<=s3;lock<=0; end
				else if(in==4'b0000)
			   begin state<=s1;lock<=0; end
			   else if(in==4'b1111)
				begin state<=s2;lock<=0; end
				else
				begin state<=s0;lock<=0; end
			s3:if(in==4'b0101)
			   begin state<=s4;lock<=0; end
				else if(in==4'b0000)
			   begin state<=s1;lock<=0; end
			   else if(in==4'b1111)
				begin state<=s3;lock<=0; end
				else
				begin state<=s0;lock<=0; end
			s4:if(in==4'b0000)
			   begin state<=s1;lock<=0; end
				else if(in==4'b1111)
				begin state<=s4;lock<=1; end
				else
				begin state<=s0;lock<=0; end
			default:
			   begin state<=s0;lock<=0; end
		endcase
	end
end
endmodule
module button1(k0,k1,k2,k3,k4,k5,k6,k7,k8,k9,clk,out);
input k0,k1,k2,k3,k4,k5,k6,k7,k8,k9,clk;
output [9:0]out;
reg [9:0]out;
reg [9:0]in,last,chan;
always @ (posedge clk) 
begin
	last=in;
	in={k0,k1,k2,k3,k4,k5,k6,k7,k8,k9};
	chan=in&(~last);
	case(chan)
		10'b1000000000:out<=10'b1000000000;
		10'b0100000000:out<=10'b0100000000;
		10'b0010000000:out<=10'b0010000000;
		10'b0001000000:out<=10'b0001000000;
		10'b0000100000:out<=10'b0000100000;
		10'b0000010000:out<=10'b0000010000;
		10'b0000001000:out<=10'b0000001000;
		10'b0000000100:out<=10'b0000000100;
		10'b0000000010:out<=10'b0000000010;
		10'b0000000001:out<=10'b0000000001;
		default:out<=10'b0000000000;
	endcase
end
endmodule
module trans1(a,b);
input [9:0]a;
output [3:0]b;
reg [3:0]b;
always @ (a)
begin
	case(a)
		10'b1000000000:b=4'b0000;
		10'b0100000000:b=4'b0001;
		10'b0010000000:b=4'b0010;
		10'b0001000000:b=4'b0011;
		10'b0000100000:b=4'b0100;
		10'b0000010000:b=4'b0101;
		10'b0000001000:b=4'b0110;
		10'b0000000100:b=4'b0111;
		10'b0000000010:b=4'b1000;
		10'b0000000001:b=4'b1001;
		default:b=4'b1111;
	endcase
end
endmodule
module fre1(clk,nclk);
input clk;
output nclk;
reg nclk;
reg [30:0]count=0;
always @ (posedge clk) 
begin
	count=count+1;
	if(count==20000)
	begin 
	   count = 0;nclk=!nclk; 
	end
	else 
	begin
	   nclk=nclk;
	end
end
endmodule
module view1(a,b);
input [2:0]a;
output [4:0]b;
reg [4:0]b;
always @ (a)
begin
	case(a)
		3'b000:b=5'b00001;
		3'b001:b=5'b00010;
		3'b010:b=5'b00100;
		3'b011:b=5'b01000;
		3'b100:b=5'b10000;
		default:b=5'b00000;
	endcase
end
endmodule
module bir1(k0,k1,k2,k3,k4,k5,k6,k7,k8,k9,reset,clk,lock,out);
input k0,k1,k2,k3,k4,k5,k6,k7,k8,k9,reset,clk;
output [4:0]out;
output lock;
wire nclk;
wire [9:0]in;
wire [2:0]state;
wire [3:0]in2;
fre1 fre(clk,nclk);
button1 button(k0,k1,k2,k3,k4,k5,k6,k7,k8,k9,nclk,in);
trans1 trans(in,in2);
states1 states(in2,nclk,reset,lock,state);
view1 view(state,out);
endmodule
```

==> metrics.cfg <==
[flow_run]
tool_warnings=26
maxCapViolCount=0

[timing]
tns_ns=0
tightest_slew_ns=0.689
finalWorstPathRequiredPeriod_ns=2.99
clock_skew_ns=0.00265
relSlewSlack=0.541
fmax_mhz=335
setup_ws_ns=3.81
timing.final.crit_share=0.439
unconstrained_endpoints=32
drv_slew=0
setup_violations=0
unclocked_regs=26
rsz0062_at_grt=no
hold_viol_final=0

[critical_path]
crit_type=reg2reg
arrival_ns=2.92
start_kind=flip-flop
worstSetupEndpointType=flip-flop
crit_required_ns=6.73
crit_fanout=8

[routing]
dr.pass1.iters=4
maxUsedRoutingLayer=met4
wl_met1_microns=2330
dr_wl_met2_microns=2120
drt-initial-drc-count=48
vias_per_cell=5.38
wire_per_inst_microns=12.4
routed_wirelength_microns=4660
ant_nets=0
wl_met3_microns=145
n_antenna_cell=0
vias=2027
drc_errors=0

[grt]
grt_max_degree=28
grt_pass1_vias=1807
antenna_found_initial=0
overflow=0
grt_first_pass_wirelength_microns=7970
track_usage=0.185

[layout]
final-instance-count-excl-fill=377
fin_util=0.577
fin_area_sq_mm=0.00297
layout-drive-gt1-share=0.0814
area_delta_synth_final_pct=10.3

[power_and_ir_drop]
cellLeakagePower_nw=1.11
irDropWorstVdd_mv=0.108
p_per_area_mw_per_mm2=111

[die]
fp_util=0.523
core_sq_mm=0.00514
core.rowCount=26
die_y_microns=75.3
num_io_pins=18
dieWidth_microns=75.3
dieArea_sq_mm=0.00567

[clock_network]
h-tree-depth=2
numCtsBuffers=5
cts_root_buf=clkbuf_8
cts_hold_buffers=0
clkTransAtPathRegs_ns=0.06
cts_setup_buffers=0
clock_path_buffers=2
insertion_delay_ns=0.28
cts_tree=yes
ctsResizeCount=0

[place]
placed_area_sq_mm=0.00289
place_hpwl_microns=3540
gp_congestion=0.862
dp_slack_ns=3.79
dp_cells=371
numPortBuffers=17

[yosys]
yosys_warnings=5
yosysTopAreaCellShare=0.424
async_flop_share=0
ys_cells=293
yosys_area_sq_mm=0.00269
avgSynthCellArea_sq_um=9.18
syn-instance-count=293
netlist-cell-type-count=56
netlist_area_sq_mm=0.00269
topCellsByArea=dfxtp_1 (42%), xnor2_1 (4.9%), xor2_1 (3.9%), nor2_1 (3.5%), nand3_1 (3.4%)
synth-edff-count=1
ys.flops=58
top_area_cell=dfxtp_1
ff_type=dfxtp_1
ys_seq_frac=0.436

[run_status]
status=completed

[worst_hold_path]
min_path_type=reg2reg

-- cells in the final DEF (no fill, tap or decap), types with 2 or more instances in the layout --
cell,instances
nor2_1,25
nor4b_1,3
nand2b_1,6
xor2_1,12
nand4_2,2
nor4_4,3
a41oi_1,2
and4b_1,2
nand4_1,5
o21ai_0,10
inv_1,10
mux2_2,3
clkdlybuf4s50_1,17
and3_1,4
a21oi_1,2
nor2b_1,10
nor3b_1,10
or4_1,3
or3_1,2
nand3_1,18
nor3_1,9
xnor2_1,15
clkbuf_8,5
nand2_1,24
or2_2,5
and2_1,2
dfxtp_1,57
nor4_1,14
-- logic make-up (layout without fill, tap and decap cells) --
logic type / Yosys count / count (layout) / synth area share
simple gates: 154 / 154 / 0.343
flops: 58 / 58 / 0.436
compound gates: 29 / 29 / 0.0754
xor+xnor: 27 / 27 / 0.0879
buf+inv: 20 / 34 / 0.0368
mux: 4 / 4 / 0.0163
fa+ha+maj: 1 / 1 / 0.00465
-- cell usage after synthesis (2+ instances only) --
| library cell | count |
|---|---|
| nor3_1 | 9 |
| or2_2 | 5 |
| and4b_1 | 2 |
| a41oi_1 | 2 |
| dfxtp_1 | 57 |
| nor3b_1 | 10 |
| xnor2_1 | 15 |
| nor2b_1 | 10 |
| nor2_1 | 25 |
| nor4_4 | 3 |
| nand4_2 | 2 |
| nand2_1 | 24 |
| nand4_1 | 5 |
| and3_1 | 4 |
| clkbuf_1 | 5 |
| buf_2 | 2 |
| or4_1 | 3 |
| o21ai_0 | 10 |
| nand3_1 | 18 |
| mux2_2 | 3 |
| nand2b_1 | 6 |
| or3_1 | 2 |
| and2_1 | 2 |
| nor4_1 | 14 |
| inv_1 | 10 |
| a21oi_1 | 2 |
| xor2_1 | 12 |
| nor4b_1 | 3 |
-- critical path: stages (launching register included) --
cell and delay, ns:
dfxtp_1 0.37, ha_1 0.24, nand4_2 0.24, or3_1 0.52
nor4_1 0.45, and3_1 0.25, o22ai_2 0.11, nor4b_1 0.44
-- power breakdown --
group / switching (mW) / internal [mW] / leakage [nW]
combinational: 0.00453 / 0.00793 / 0.598
clock: 0.0603 / 0.0680 / 0.0371
sequential: 0 / 0.189 / 0.475
total: 0.0648 / 0.265 / 1.11
-- sequential cells by signal (all words and copies together) (netlist names) --
name / count
button.in: 10
button.out: 10
fre.count: 31
fre.nclk: 1
states.lock: 1
states.state: 5
-- area by class of cell --
type,count,area [sq um]
Inverter,10,37.5
Sequential cell,58,1170
Timing Repair Buffer,18,178
Clock buffer,6,72.6
Multi-Input combinational cell,215,1420
Tap cell,70,87.6
Fill cell,467,2170
-- path summary, 6_finish.rpt --
| path | start | to | slack (ns) | cells after the start |
|---|---|---|---|---|
| min | fre.count[0] | fre.count[0] | 0.48 | 1 |
| max reg2reg | fre.count[0] | fre.nclk | 3.81 | 7 |
| max | fre.count[0] | fre.nclk | 3.81 | 7 |
| min reg2reg | fre.count[0] | fre.count[0] | 0.48 | 1 |
-- layer usage --
layer  up-vias  track usage
li1       1070            -
met1       924        0.279
met2        28        0.305
met3         5       0.0241
met4         0       0.0226
met5         -            0
-- through the flow --
step	power, mW	hold WS, ns
after detailed placement	0.205	0.462
after global placement	0.205	0.449
final	0.329	0.475
after floorplan	0.197	0.435
after global routing	0.345	0.528
after CTS	0.335	0.475
Power is estimated from default activity; no workload was simulated.
